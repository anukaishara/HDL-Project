--- /design/flow/design.v ---
module instr_memory (
    input wire [7:0] addr,
    output reg [15:0] instr_out
);
    reg [15:0] memory[0:255];
    initial begin
        for (integer i = 0; i < 256; i = i + 1)
            memory[i] = 16'b0000_00_00_00_00;
        memory[0] = 16'b0010_00_01_00001000;  
        memory[1] = 16'b0010_00_10_00001001;  
        memory[2] = 16'b0010_00_11_00001010;  
        memory[3] = 16'b0000_11_01_11_00;     
        memory[4] = 16'b0001_01_10_01_00;     
        memory[5] = 16'b0100_01_00_11111100;  
        memory[6] = 16'b0011_00_11_00001011;  
        memory[7] = 16'b0101_00_00000000;     
        memory[8] = 16'h000A;   
        memory[9] = 16'h0001;   
        memory[10] = 16'h0000;  
        memory[11] = 16'h0000;  
    end
    always @(*) begin
        instr_out = memory[addr];
    end
endmodule
--- /design/flow/run.sh ---
#!/bin/bash
# OpenROAD 26Q1-2900-gdf79404cd8, Yosys 0.63+post, stock flow scripts
make -C /OpenROAD-flow-scripts/flow DESIGN_CONFIG=/design/flow/config.mk WORK_HOME=/design/flow/orfs finish
--- /design/flow/config.mk ---
export PLATFORM = sky130hd
export DESIGN_NAME = instr_memory
export DESIGN_NICKNAME = instr_memory
export VERILOG_FILES = /design/flow/design.v
export SDC_FILE = /design/flow/constraint.sdc
export NUM_CORES = 4
export LEC_CHECK = 1
export CORE_AREA = 10 10 70 70
export DIE_AREA = 0 0 80 80
--- /design/flow/constraint.sdc ---
current_design instr_memory

set clk_period 1.6
set clk_io_pct 0.2

create_clock -name clk0 -period $clk_period

set non_clock_inputs [all_inputs -no_clocks]
set_input_delay [expr $clk_period * $clk_io_pct] -clock clk0 $non_clock_inputs
set_output_delay [expr $clk_period * $clk_io_pct] -clock clk0 [all_outputs]
==> reports/qor.tcl <==
set qor(post-place-ws_ns) -1.05
set qor(leakage_nw) 0.301
set qor(met3_usage_pct) 1.14
set qor(outcome) {finished with violations}
set qor(antenna_found_initial) 0
set qor(grt.busiest_layer) {met2}
set qor(antenna_violating_nets_post_route) 0
set qor(n_sequential_cell) 0
set qor(grt_use_met2_pct) 5.78
set qor(stage_log_warnings) 38
set qor(drt_pass_1_iters) 4
set qor(grt.overflow.total) 0
set qor(die_area_mm2) 0.00640
set qor(yosys-stat-cells) 42
set qor(setup_viol) 14
set qor(final_cells) 120
set qor(via_per_inst) 3.17
set qor(grt_setup_unrepaired) {yes}
set qor(p_int_w) 0.0000458
set qor(max_slew_vio_count) 0
set qor(power.combinational.fraction_pct) 100.0
set qor(fillCellCount) 379
set qor(sequential_cell_area_um2) 0
set qor(synth.avg_cell_area_um2) 6.38
set qor(peakVddDrop_v) 0.0000208
set qor(layout_top_cell_excl_fill_tap) {sky130_fd_sc_hd__buf_2}
set qor(netlist_instances) 42
set qor(violations) {setup timing}
set qor(totalWireLength_mm) 1.12
set qor(route.detailed.drc) 0
set qor(crit_path_start_kind) {input port}
set qor(die_height_um) 80
set qor(floorplan.io_pins) 24
set qor(min_path_type) {in -> out}
set qor(synth.distinct_cells) 15
set qor(synthesis.area_um2) 268
set qor(logic_area_um2) 292
set qor(final_hold_viol_count) 0
set qor(register_share_after_synthesis_pct) 0
set qor(dp.cells) 110
set qor(yosys.stat.chipArea_um2) 268
set qor(num_rows) 21
set qor(cellPowerDensity_mw_per_mm2) 135
set qor(finalClockPeriodUsage_pct) 122
set qor(drt-initial-drc-count) 19
set qor(post_cts_hold_buffer_count) 0
set qor(layout-area-overhead-vs-synth_pct) 136
set qor(pin_count_of_the_biggest_net_entering_global_routing) 11
set qor(worstPathMaxFanout) 4
set qor(final_layout_top_logic_cells) {sky130_fd_sc_hd__buf_2 (16), sky130_fd_sc_hd__buf_6 (9), sky130_fd_sc_hd__buf_4 (6)}
set qor(grt_use_total_pct) 3.30
set qor(final.hold.worst_slack_ns) 1.13
set qor(insertedDiodeCount) 0
set qor(min_period_ns) 1.95
set qor(synth.yosys.warnings) 1
set qor(holdPathStages) 6
set qor(critPathRequiredTime_ns) 1.28
set qor(netSwitchingFraction_pct) 46.5
set qor(dpl.hpwl_um) 850
set qor(core_util_floorplan_pct) 7.84
set qor(die_x_um) 80
set qor(place_congestion) 0.767
set qor(layout-drive-gt1-share_pct) 63.5
set qor(power.switching_w) 0.0000398
set qor(share_clk_of_total_power_pct) 0
set qor(final_critical_path_setup_slack_ns) -0.346
set qor(avgRoutedWirePerCell_um) 9.34
set qor(met1_usage_pct) 4.02
set qor(cp-end-kind) {output pin}
set qor(grt_first_pass_wirelength_mm) 1.83
set qor(clock.fmax_ghz) 0.514
set qor(setup.worst_path.class) {in -> out}
set qor(route.vias.total) 380
set qor(place.port_buffers) 22
set qor(clkbuf_count) 0
set qor(first_global_vias) 379
set qor(power_frac_seq_pct) 0
set qor(worst_ep_arrival_time_ns) 1.63
set qor(fin_tns_setup_ns) -3.26
set qor(area_of_the_core_region_mm2) 0.00342
set qor(drv.max_cap_violation_count) 0
## routing by layer
| metal | vias up | wire length [um] |
|---|---|---|
| li1 | 197 | - |
| met1 | 171 | 444 |
| met2 | 12 | 554 |
| met3 | 0 | 122 |
| met4 | 0 | 0 |
| met5 | - | 0 |
## Yosys cell counts (all sizes together)
cell | n | area [um^2]
nand3b | 2 | 15.0
or4 | 1 | 11.3
nor2 | 7 | 26.3
mux2i | 1 | 10.0
or2 | 1 | 6.26
buf | 6 | 48.8
and3b | 1 | 8.76
ha | 4 | 50.1
nand2b | 4 | 25.0
a21oi | 5 | 25.0
nand2 | 5 | 18.8
inv | 3 | 11.3
conb | 1 | 3.75
a21o | 1 | 7.51
## per-stage QoR
| step | total power, W | util [%] | instance area [um^2] |
|---|---|---|---|
| floorplan | 0.0000338 | - | 279 |
| global placement | 0.0000691 | 16.0 | 546 |
| detailed placement | 0.0000696 | 16.0 | 546 |
| CTS | 0.0000818 | 18.1 | 618 |
| global route | 0.0000955 | 18.5 | 633 |
| finish | 0.0000856 | 18.5 | 633 |
## power by group through the flow
stage,Sequential (W),Combinational [W],Clock [W]
finish,0,0.0000856,0
global route,0,0.0000955,0
CTS,0,0.0000818,0
## cell families after synthesis
kind of cell	count (synthesis)	share of synthesized area, %
other	1	1.40
AND-OR/OR-AND	6	12.1
adder cells (fa/ha/maj)	4	18.7
multiplexers	1	3.74
AND/OR/NAND/NOR	21	41.6
buffers and inverters	9	22.4
## worst max-delay path, stage by stage
cell and delay, ns:
sky130_fd_sc_hd__buf_6 0.09, sky130_fd_sc_hd__or4_4 0.55, sky130_fd_sc_hd__or2_4 0.26, sky130_fd_sc_hd__buf_6 0.13, sky130_fd_sc_hd__and3b_1 0.19, sky130_fd_sc_hd__buf_2 0.09
## final timing paths
path | end | slack, ns | from
max | instr_out[13] | -0.35 | addr[6]
min | instr_out[0] | 1.13 | addr[6]
## repair_timing
action,CTS,global route
pin swaps,7,2
resized,80,3
setup buffers,9,0
cloned,1,0
setup endpoints to repair,14,14
## area by class of cell
cell class | instances | area share [%]
Multi-Input combinational cell | 35 | 46.0
Tap cell | 46 | 9.09
Inverter | 3 | 1.78
Timing Repair Buffer | 36 | 43.1
No activity file was given, so power comes from the tool's default toggle rates.
