<file path="run.sh">
#!/bin/bash
# OpenROAD 26Q1-2900-gdf79404cd8, Yosys 0.63+post, stock flow scripts
make -C /OpenROAD-flow-scripts/flow DESIGN_CONFIG=/design/flow/config.mk WORK_HOME=/design/flow/orfs finish
</file>
<file path="constraint.sdc">
current_design risc_processor

set clk_period 58.0
set clk_io_pct 0.2

create_clock -name clk0 -period $clk_period [get_ports {clk}]

set non_clock_inputs [all_inputs -no_clocks]
set_input_delay [expr $clk_period * $clk_io_pct] -clock clk0 $non_clock_inputs
set_output_delay [expr $clk_period * $clk_io_pct] -clock clk0 [all_outputs]
</file>
<file path="config.mk">
export PLATFORM = sky130hd
export DESIGN_NAME = risc_processor
export DESIGN_NICKNAME = risc_processor
export VERILOG_FILES = /design/flow/design.v
export SDC_FILE = /design/flow/constraint.sdc
export NUM_CORES = 4
export LEC_CHECK = 1
export CORE_UTILIZATION = 30
export SYNTH_MEMORY_MAX_BITS = 65536
</file>
<file path="design.v">
module risc_processor (
    input clk,                     
    input reset,                   
    input [7:0] external_data_in,  
    output [7:0] data_out          
);
    wire [7:0] pc_current;   
    wire [7:0] pc_next;      
    wire [7:0] pc_plus1;     
    wire [15:0] instruction;
    wire [2:0] opcode;       
    wire [1:0] rd;           
    wire [1:0] rs1;          
    wire [1:0] rs2;          
    wire [7:0] immediate;    
    wire reg_write;          
    wire mem_read;           
    wire mem_write;          
    wire alu_src;            
    wire [1:0]alu_op;             
    wire pc_src;             
    wire mem_to_reg;         
    wire [7:0] read_data1;   
    wire [7:0] read_data2;   
    wire [7:0] alu_b;        
    wire [7:0] alu_result;   
    wire [7:0] mem_read_data;  
    wire [7:0] write_data_reg;  
    pc pc_inst (
        .clk(clk),           
        .reset(reset),       
        .next_pc(pc_next),   
        .current_pc(pc_current)  
    );
    assign pc_plus1 = pc_current + 1;
    assign pc_next = (pc_src) ? immediate : pc_plus1;
    instruction_memory imem (
        .clk(clk),              
        .address(pc_current),    
        .instruction(instruction)  
    );
    assign opcode = instruction[15:13];  
    assign rd = instruction[12:11];      
    assign rs1 = instruction[10:9];      
    assign rs2 = instruction[8:7];       
    assign immediate = instruction[7:0];  
    control_unit ctrl (
        .opcode(opcode),       
        .reg_write(reg_write),  
        .mem_read(mem_read),    
        .mem_write(mem_write),  
        .alu_src(alu_src),      
        .alu_op(alu_op),        
        .pc_src(pc_src),         
        .mem_to_reg(mem_to_reg)  
    );
    register_file rf (
        .reset(reset),          
        .clk(clk),              
        .reg_write(reg_write),  
        .read_reg1(rs1),        
        .read_reg2(rs2),        
        .write_reg(rd),         
        .write_data(write_data_reg),  
        .read_data1(read_data1),      
        .read_data2(read_data2)       
    );
    assign alu_b = (alu_src) ? immediate : read_data2;
    alu alu_inst (
        .a(read_data1),         
        .b(alu_b),              
        .op(alu_op),            
        .result(alu_result)     
    );
    data_memory dmem (
        .clk(clk),              
        .mem_read(mem_read),    
        .mem_write(mem_write),  
        .address(alu_result),   
        .write_data(read_data2),  
        .read_data(mem_read_data),  
        .external_data_in(external_data_in)  
    );
    assign write_data_reg = (mem_to_reg) ? mem_read_data : alu_result;
    assign data_out = (mem_write && alu_result == 8'hFF) ? read_data2 : 8'h00;
endmodule
module pc (
    input clk,            
    input reset,          
    input [7:0] next_pc,     
    output reg [7:0] current_pc  
);
    always @(posedge clk or negedge reset) begin
        if (!reset) current_pc <= 0;  
        else current_pc <= next_pc;  
    end
endmodule
module instruction_memory (
    input clk,                         
    input [7:0] address,                
    output reg [15:0] instruction       
);
    reg [15:0] rom [0:255];             
    integer i; 
    initial begin
        i = 0;             
        rom[0] = 16'h48FF;  
        rom[1] = 16'h0900;  
        rom[2] = 16'h1201;  
        rom[3] = 16'h72FF;  
        rom[4] = 16'h8004;  
        for (i = 5; i < 256; i = i + 1) begin
            rom[i] = 16'h0000;
        end
    end
    always @(posedge clk) begin
        instruction <= rom[address];  
    end
endmodule
module control_unit (
    input [2:0] opcode,
    output reg reg_write,
    output reg mem_read,
    output reg mem_write,
    output reg alu_src,
    output reg [1:0] alu_op,
    output reg pc_src,
    output reg mem_to_reg
);
    always @(*) begin
        {reg_write, mem_read, mem_write, alu_src, alu_op, pc_src, mem_to_reg} = 9'b0;
        case (opcode)
            3'b000: begin  
                reg_write = 1;
                alu_op = 2'b00;
            end
            3'b001: begin  
                reg_write = 1;
                alu_op = 2'b01;
            end
            3'b010: begin  
                reg_write = 1;
                mem_read = 1;
                alu_src = 1;
                alu_op = 2'b00;
                mem_to_reg = 1;
            end
            3'b011: begin  
                mem_write = 1;
                alu_src = 1;
                alu_op = 2'b00;
            end
            3'b100: begin  
                pc_src = 1;
            end
            3'b111: begin
            end
            default: ;  
        endcase
    end
endmodule
module register_file (
    input reset,
    input clk,
    input reg_write,
    input [1:0] read_reg1,
    input [1:0] read_reg2,
    input [1:0] write_reg,
    input [7:0] write_data,
    output reg [7:0] read_data1,
    output reg [7:0] read_data2
);
    reg [7:0] regs [0:3];
    always @(posedge clk or negedge reset) begin
        if (!reset) begin
            regs[0] <= 8'h00;
            regs[1] <= 8'h00;
            regs[2] <= 8'h00;
            regs[3] <= 8'h00;
        end
        else if (reg_write) begin
            regs[write_reg] <= write_data;
        end
    end
    always @(*) begin
        read_data1 = regs[read_reg1];
        read_data2 = regs[read_reg2];
    end
endmodule
module alu (
    input [7:0] a,
    input [7:0] b,
    input [1:0] op,               
    output reg [7:0] result
);
    always @(*) begin
        case (op)
            2'b00: result = a + b;   
            2'b01: result = a - b;   
            default: result = 8'h00;
        endcase
    end
endmodule
module data_memory (
    input clk,
    input mem_read,
    input mem_write,
    input [7:0] address,
    input [7:0] write_data,
    output reg [7:0] read_data,
    input [7:0] external_data_in
);
    parameter IO_ADDRESS = 8'hFF;
    reg [7:0] ram [0:255];
    always @(posedge clk) begin
        if (mem_write && address != IO_ADDRESS)
            ram[address] <= write_data;
        if (mem_read) begin
            if (address == IO_ADDRESS)
                read_data <= external_data_in;
            else
                read_data <= ram[address];
        end
    end
endmodule
</file>
==> results.yml <==
# flow metrics
setup_path:
  cp.required_ps: 46400
  start_kind: "flop"
  crit_family: "simple AND/OR/NAND/NOR gates"
  crit_top_cell: "ha_1"
  regToRegStartpoint: "imem.instruction[8]"
  worstRegToRegCells: 17
  path_class: "flop to primary output"
  rrSetupSlack_ps: 49500
  cp-end-kind: "primary output"
  crit_chain: "mux4_4 > mux2_2 > inv_1 > ha_1 > nor2_1 > xor2_1 > ha_1 > o21a_1 > a21boi_0 > o211a_1 > or3_1 > buf_4 > nand2_1 > or4_1 > nor2_4 > and2_1 > clkdlybuf4s50_1"
  cp_num_buf_inv: 3
  worstPathArrival_ps: 7410
  critPathSlowestCell: "mux4_4"
  max_stage_delay_ps: 1110
  cp_max_fo: 62
  rr_endpoint: "dmem.read_data[4]"
floorplanning:
  ios: 18
  fp_util_pct: 30.2
  rows: 192
  die_y_um: 528
  core_mm2: 0.274
  die-area_mm2: 0.278
  fp.dieW_um: 528
route:
  viasPerCell: 5.03
  wl_um: 214000
  dr_total_vias: 41300
  drc_errors: 0
  ant_nets: 0
  wl_per_cell_um: 26.0
  drtIter0Drc: 2825
  firstDrtPassIters: 6
global_routing:
  gr-usage-all-layers_pct: 16.5
  grt_pass1_vias: 45300
  grt_pass1_wl_um: 313000
  grt_max_degree: 137
  grt-ovfl-total: 0
  antenna_found_initial: 4
placed_design:
  io_buffers: 17
  hpwl_um: 126000
  place_ws_ps: 39900
  place_congestion: 0.934
power:
  pwr-share-clk_pct: 43.5
  ir_drop_mv: 0.0229
  p_switching_mw: 0.555
  powerDensity_mw_per_mm2: 30.9
  swShare_pct: 19.1
  seqPwrFrac_pct: 56.4
  p_leak_nw: 24.7
  power_mw: 2.91
  internal-power_mw: 2.36
  combPwrFrac_pct: 0
final_timing:
  skew_ps: 35.9
  max_freq_mhz: 52.6
  finalSetupViolCount: 0
  rsz0062_at_grt: "false"
  slew_viol_final: 0
  hold_ws_ps: 484
  setup_tns_ps: 0
  tightest_slew_ps: 1120
  hold_viol_final: 0
  finalCritPeriodShare_pct: 32.8
  worst_slack_ps: 38990
  min_period_ps: 19010
  slew-limit-headroom_pct: 24.5
job:
  maxCapViolCount: 0
  warnings: 36
logic_synthesis:
  yosys.stat.seqShare_pct: 75.9
  edf_count: 2056
  numSynthFlops: 2104
  ys_sh_adder_pct: 0.190
  synth-simple-area-share_pct: 5.05
  synthFlopType: "edfxtp_1"
  synthCells: 4218
  syn_area_mm2: 0.0829
  xor_share_pct: 0.227
  syn_area_per_cell_um2: 19.6
  ys_area_mm2: 0.0829
  yosys_cells: 4218
  synthAoiAreaFrac_pct: 1.82
  ys_sh_mux_pct: 15.4
  ys_types: 74
  async_flop_share_pct: 1.90
  netlist_logic_family_top: "multiplexers"
  ys_warn_count: 7
clock_network:
  clockBufferDepth: 3
  cts_tree: "done"
  cts_setup_buffers: 0
  cts.root.buffer_cell: "clkbuf_16"
  cts-htree-levels: 4
  path_clk_slew_ps: 60
  ctsResizeCount: 0
  cts.sinks: 2104
  numCtsBuffers: 206
  insertion_delay_ps: 850
  cts_hold_buf: 0
min_path:
  hold_path.class: "flop to flop"
  hold_end: "rf.regs[2][2]"
  hold-path-cell-count: 2
  hp-start: "rf.regs[2][2]"
cells_and_area:
  final_common_cell: "edfxtp_1"
  synthToLayoutAreaGrowth_pct: 13.8
  lay_top_cells: "edfxtp_1 (2,056), mux4_2 (533), nand2_1 (451), nor2_1 (312), clkbuf_16 (209)"
  drive_above_1_share_pct: 22.3
run_status:
  outcome: "complete, no violations"
==> state kept, by name (all words and copies together) (netlist names) <==
signal              count
dmem.read_data          8
imem.instruction        8
dmem.ram             2048
pc_inst.current_pc      8
rf.regs                32
==> how the worst max path moves through the flow <==
stage                   start           to  slack, ps  depth (start not counted)
6_report  imem.instruction[8]  data_out[1]      38990                         17
5_1_grt   imem.instruction[8]  data_out[7]      38590                         16
4_1_cts   imem.instruction[8]  data_out[7]      38990                         16
==> synth_stat cells (all sizes together), types with 5 or more instances <==
master	number	area share [%]
a2111oi	7	0.074
a211oi	9	0.082
a21oi	62	0.37
a311oi	19	0.20
a31oi	29	0.22
and2	8	0.060
and3	39	0.29
buf	137	0.87
clkbuf	116	0.53
dfrtp	40	1.2
dfxtp	8	0.19
edfxtp	2056	75
ha	11	0.17
inv	5	0.023
mux2	15	0.21
mux2i	45	0.54
mux4	538	15
nand2	458	2.1
nand3	119	0.72
nand4	11	0.083
nor2	317	1.4
nor2b	5	0.038
nor3	15	0.11
nor3b	5	0.051
o2111ai	6	0.063
o21ai	47	0.28
o22ai	8	0.060
or3	6	0.045
xnor2	5	0.053
xor2	11	0.12
==> power by group through the flow <==
stage / Combinational, mW / Clock (mW) / Sequential (mW)
CTS: 0.00144 / 1.29 / 1.64
global route: 0.00158 / 1.35 / 1.64
finish: 0.00141 / 1.27 / 1.64
==> worst register-to-register path, cell delays in order (launching register included) <==
cell and delay (ps):
dfxtp_1 760, mux4_4 1120, mux2_2 460, inv_1 70
ha_1 110, mux2i_1 110, fa_4 1270, buf_4 540
buf_4 560, buf_4 680, mux4_2 430, nand2_1 90
and3_1 200, a311oi_1 100, a31oi_1 830, a211oi_1 180
a311oi_1 620, nor3_1 110
==> metal layers <==
metal	track usage [%]	part of all wire (%)	up-vias
met2	24.8	47	2392
met4	4.71	3.5	21
met3	11.8	16	413
li1	-	-	17400
met1	18.9	34	21100
met5	1.99	0.37	-
==> through the flow <==
stage	utilization (%)	instances	instance area (um^2)
floorplan	-	4225	82900
global placement	32.1	7828	87900
detailed placement	32.1	7828	87900
CTS	34.4	8207	94300
global route	34.4	8208	94300
finish	34.4	8212	94300
==> cells by family after synthesis <==
kind of cell / count (synthesis)
AND-OR/OR-AND: 232
XOR/XNOR: 18
adder cells (fa/ha/maj): 12
buffers and inverters: 258
flip-flops: 2104
multiplexers: 598
other: 1
AND/OR/NAND/NOR: 995
==> layout make-up <==
class	instances	area (um^2)
fillers	25100	180000
flip-flops and latches	2104	62900
multi-input cells	1863	19000
clock buffers	258	5410
well taps	3686	4610
repair buffers	170	1400
clock inverters	121	953
inverters	5	18.8
diodes	5	12.5
Power figures rest on the tool's default switching activity, not on a simulated workload.
