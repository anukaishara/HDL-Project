**config.mk**
```make
export PLATFORM = sky130hd
export DESIGN_NAME = program_counter
export DESIGN_NICKNAME = program_counter
export VERILOG_FILES = /design/flow/design.v
export SDC_FILE = /design/flow/constraint.sdc
export NUM_CORES = 4
export LEC_CHECK = 1
export CORE_AREA = 10 10 94 94
export DIE_AREA = 0 0 104 104
```
**constraint.sdc**
```tcl
current_design program_counter

set clk_period 2.9
set clk_io_pct 0.2

create_clock -name clk0 -period $clk_period [get_ports {clk}]

set non_clock_inputs [all_inputs -no_clocks]
set_input_delay [expr $clk_period * $clk_io_pct] -clock clk0 $non_clock_inputs
set_output_delay [expr $clk_period * $clk_io_pct] -clock clk0 [all_outputs]
```
**design.v**
```verilog
module program_counter (
    input wire clk,
    input wire reset,
    input wire branch,
    input wire jump,
    input wire [7:0] immediate,
    output reg [7:0] pc
);
    always @(posedge clk or posedge reset) begin
        if (reset) begin
            pc <= 8'b0;
        end
        else if (jump) begin
            pc <= immediate;
        end
        else if (branch) begin
            pc <= pc + 1 + immediate;
        end
        else begin
            pc <= pc + 1;
        end
    end
endmodule
```
**run.sh**
```bash
#!/bin/bash
# OpenROAD 26Q1-2900-gdf79404cd8, Yosys 0.63+post, stock flow scripts
make -C /OpenROAD-flow-scripts/flow DESIGN_CONFIG=/design/flow/config.mk WORK_HOME=/design/flow/orfs finish
```
==> flow_summary.yaml <==
# yosys + openroad results
critical_path:
  required_ns: 3.02
  critPathKind: "register to register"
  crit_path_end_kind: "register"
  path_cells: "ha_1 -> nand3_1 -> xnor2_1 -> ha_1 -> a21oi_1 -> o21a_1 -> o31a_1 -> nor3_1 -> o41ai_2"
  setup.worst_path.start: "pc[0]"
  r2r_slack_ns: 0.54
  regToRegStartpoint: "pc[0]"
  worst-r2r-cell-count: 9
  critPathMaxStageDelay_ns: 0.41
  cp_max_fo: 5
  crit_slowest_cell: "dfrtp_1"
  cpMostUsedCell: "ha_1"
  r2r_end: "pc[7]"
  arrival_ns: 2.48
  cp-start-kind: "register"
final_layout:
  drive_gt1_share_pct: 8.85
  fillers: 792
  area_growth_syn_to_layout_pct: 42.8
  largest_reg_flops: 8
  top_regs: "pc x8"
  top_register: "pc"
  finalNonFillerCells: 209
global_routing:
  grt.overflow.total: 0
  antenna_found_initial: 0
  grt_pass1_vias: 724
  grt_pass1_wl_um: 3370
  grt_start_max_net_pins: 15
  grtUsageTotal_pct: 3.65
drt:
  vias_per_cell: 3.31
  antenna-diode-count: 0
  dr.first_iter.drc_count: 10
  drt_first_pass_iters: 4
  drt_wl_total_um: 1960
  drt_drc_violations_left: 0
  final_antenna_net_count: 0
  via_count: 692
  wl_per_cell_um: 9.37
clock_tree:
  cts.reportedPaths.clkPinSlew_ns: 0.04
  postCtsSetupRepairBufs: 0
  cts_root_buffer: "clkbuf_8"
  cts_resized: 0
  cts_tree: "done"
  cts.sinks: 8
  clk_path_buf_depth: 2
  hold_buffers: 0
  insertion_delay_ns: 0.22
  htree_levels: 1
  cts_buffers: 3
yosys:
  ys_sh_mux_pct: 7.94
  avgSynthCellArea_sq_um: 8.64
  ys_seq_share_pct: 24.9
  yosysUniqueCellTypes: 30
  compound_area_share_pct: 19.0
  ys_warn_count: 1
  topCellsByArea: "dfrtp_1 (25%), ha_1 (14%), xnor2_1 (5.5%)"
  syn_area_sq_um: 803
  synthFlopType: "dfrtp_1"
  synthArstFlopShare_pct: 100
  yosys.area.top_type_share_pct: 24.9
  synth-seq-cells: 8
  ys_sh_xor_pct: 8.72
  yosysChipArea_sq_um: 803
  synth_adder_area_share_pct: 16.5
  edf_count: 0
  syn_inst: 93
  ys_sh_simple_pct: 20.6
  yosysTopAreaCell: "dfrtp_1"
  top_logic_kind: "simple AND/OR/NAND/NOR gates"
  ys_cells: 93
power:
  power_frac_seq_pct: 24.7
  vdd_drop_max_mv: 0.142
  leakagePower_nw: 0.443
  switching_share_pct: 36.0
  p_comb_share_pct: 56.8
  p_clk_share_pct: 18.5
  netSwitchingPower_uw: 246
  internal-power_uw: 437
  powerDensity_nw_per_um2: 596
  power_uw: 683
floorplan:
  die-area_sq_um: 10800
  io_pins: 20
  rows: 30
  core-area_sq_um: 6830
  die_x_um: 104
  fp_util_pct: 11.8
  die_h_um: 104
status:
  outcome: "finished, final reports clean"
final_timing:
  max_freq_mhz: 424
  setup_viol: 0
  hold_slack_ns: 0.603
  slew_headroom_pct: 67.3
  post-route-period-util_pct: 81.3
  worst_slew_pin_slew_ns: 0.489
  setup_tns_ns: 0
  hold_viol_final: 0
  rsz0062_at_grt: "false"
  fin_crit_ns: 2.36
  finalMaxSlewViolations: 0
  fin_skew_ns: 0.00163
job:
  maxCapViolations: 0
  warning_count: 26
place:
  routabilityCongestion: 0.804
  dp.cells: 206
  hpwl_um: 1710
  portBuffers: 19
worst_hold_path:
  hold_path_class: "input port to async pin"
power by group through the flow:
stage                 combinational, mW  sequential, mW  clock, mW
after CTS                         0.392           0.170      0.132
after global routing              0.441           0.175      0.137
final                             0.388           0.169      0.126
synthesized netlist by cell type (all sizes together) (3+ instances only):
library cell,number
o21ai,7
inv,3
nor2b,3
a21oi,9
dfrtp,8
nand3,3
nor3,5
nor2,3
mux2i,3
nand2b,3
mux2,3
nand2,10
xor2,3
ha,9
xnor2,5
worst max path at each step:
stage / slack [ns] / endpoint / cells after the start
finish: 0.54 / pc[7] / 9
global route: 0.33 / pc[7] / 9
CTS: 0.56 / pc[7] / 9
cells in the final DEF (no fill, tap or decap):
master,Yosys,final
clkdlybuf4s50_1,0,19
nand2_1,10,10
ha_1,9,9
a21oi_1,8,8
dfrtp_1,8,8
xnor2_1,5,5
o21ai_0,5,5
nor3_1,5,5
xor2_1,3,3
nand3_1,3,3
inv_1,3,3
nor2_1,3,3
nand2b_1,3,3
mux2i_1,3,3
nor2b_1,3,3
mux2_2,3,3
clkbuf_8,0,3
o21ai_1,2,2
o31ai_1,2,2
o21a_1,2,2
and3_1,1,1
or2_2,1,1
o22ai_1,1,1
a21o_1,1,1
a21oi_2,1,1
o31a_1,1,1
and3_4,1,1
nand4_1,1,1
nor4b_1,1,1
o41ai_2,1,1
fa_1,1,1
through the flow:
stage / worst slack, ns / cell area [sq um] / util (%)
floorplan: 0.818 / 803 / -
global placement: 0.352 / 1110 / 16.2
detailed placement: 0.352 / 1110 / 16.2
CTS: 0.560 / 1150 / 16.8
global route: 0.331 / 1150 / 16.8
finish: 0.543 / 1150 / 16.8
worst max-delay path, delay by kind of cell, from the launching register on:
kind                       cells  cell delay [ns]
AOI/OAI and AO/OA              4             0.80
adders and majority gates      2             0.57
xor gates and xnor gates       1             0.29
and+or+nand+nor                2             0.19
DFF                            1             0.41
final cells by class:
| cell class | count | area [sq um] | share of cell area, % |
|---|---|---|---|
| sequential | 8 | 200 | 17.4 |
| timing repair buffer | 19 | 190 | 16.6 |
| multi-input combinational | 80 | 584 | 50.9 |
| tap | 96 | 120 | 10.5 |
| clock buffer | 3 | 41.3 | 3.60 |
| inverter | 3 | 11.3 | 0.981 |
metal layers:
metal  track usage, %  share of wire, %  up-vias
li1                 -                 -      376
met1             4.55                45      300
met2             6.26                50       14
met3            0.940               4.7        2
met4            0.596              0.61        0
met5                0                 0        -
logic make-up after synthesis:
| family | after synthesis |
|---|---|
| mux | 6 |
| buf+inv | 5 |
| compound gates | 24 |
| fa+ha+maj | 10 |
| xor+xnor | 8 |
| flops | 8 |
| simple gates | 32 |
No activity file was given, so power comes from the tool's default toggle rates.
